**flow/run.sh**
```bash
#!/bin/bash
# OpenROAD 26Q1-2900-gdf79404cd8, Yosys 0.63+post, stock flow scripts
make -C /OpenROAD-flow-scripts/flow DESIGN_CONFIG=/design/flow/config.mk WORK_HOME=/design/flow/orfs finish
```
**flow/config.mk**
```make
export PLATFORM = sky130hd
export DESIGN_NAME = decode
export DESIGN_NICKNAME = decode
export VERILOG_FILES = /design/flow/design.v
export SDC_FILE = /design/flow/constraint.sdc
export NUM_CORES = 4
export LEC_CHECK = 1
export CORE_AREA = 10 10 70 70
export DIE_AREA = 0 0 80 80
```
**flow/constraint.sdc**
```tcl
current_design decode

set clk_period 1.8
set clk_io_pct 0.2

create_clock -name clk0 -period $clk_period

set non_clock_inputs [all_inputs -no_clocks]
set_input_delay [expr $clk_period * $clk_io_pct] -clock clk0 $non_clock_inputs
set_output_delay [expr $clk_period * $clk_io_pct] -clock clk0 [all_outputs]
```
**flow/design.v**
```verilog
module decode(  
    input wire [3:0] N1, N2, N3,
    output wire [6:0] S1, S2, S3
);
    wire [6:0] _S1;
    wire [6:0] _S2;
    wire [6:0] _S3;
    decode7seg d1(.Seg(_S1), .Num(N1));
    decode7seg d2(.Seg(_S2), .Num(N2));
    decode7seg d3(.Seg(_S3), .Num(N3));
  	 assign S1 = (N1 == 0 && N2 == 0 && N3 == 0 ? ~7'b0000000 : _S1 );
    assign S2 = (N2 == 0 && N3 == 0 ? ~7'b0000000 : _S2 );
    assign S3 = (N3 == 0 ? ~7'b0000000 : _S3 );
endmodule
module decode7seg (output wire [6:0] Seg,
                    input wire [3:0] Num);
  assign Seg = (Num == 4'b0000) ? ~7'b0111111 :
    (Num == 4'b0001) ? ~7'b0000110 :
    (Num == 4'b0010) ? ~7'b1011011 :
    (Num == 4'b0011) ? ~7'b1001111 :
    (Num == 4'b0100) ? ~7'b1100110 :
    (Num == 4'b0101) ? ~7'b1101101 :
    (Num == 4'b0110) ? ~7'b1111101 :
    (Num == 4'b0111) ? ~7'b0000111 :
    (Num == 4'b1000) ? ~7'b1111111 :
    (Num == 4'b1001) ? ~7'b1100111 :
    7'bxxxxxxx;
endmodule  
```
==> results.py <==
# Generated from Yosys and OpenROAD reports
metrics = {
    "detailed_routing": {
        "wl_um": 2190,
        "num_antenna_cells": 0,
        "drc_violations": 0,
        "drtAntennaViolNets": 0,
        "detail_route.iter0.violations": 29,
        "firstDrtPassIters": 4,
        "num_vias": 768,
        "avgViaCountPerCell": 4.31,
        "routed_wire_length_per_instance_um": 12.3,
    },
    "sta": {
        "timing.final.max_slew_violations": 0,
        "period_used_pct": 102,
        "slew_headroom_pct": 83.1,
        "timing.fmax_mhz": 543,
        "post-route-min-period_ns": 1.84,
        "finalSetupViolCount": 3,
        "worst-slew-pin-transition_ns": 0.254,
        "hold_viol": 0,
        "fin_hold_ws_ns": 1.07,
        "setup_slack_ns": -0.0410,
        "setup_repair_after_global_routing_missed_its_margin": "true",
    },
    "pwr": {
        "powerDensity_mw_per_mm2": 205,
        "ir_drop_uv": 94.2,
        "p_leak_nw": 0.568,
    },
    "finish": {
        "layout.cell_area.non_filler_mm2": 0.00121,
        "area_growth_syn_to_layout_pct": 155,
        "fill_cells": 346,
        "fraction_of_layout_cells_with_a_size_suffix_above_1_pct": 62.1,
        "flops": 0,
        "layout.clock_buffers": 0,
        "combGateArea_um2": 519,
        "regArea_um2": 0,
    },
    "synthesis": {
        "synth_sequential_area_ratio_pct": 0,
        "yosys-stat-cells": 71,
        "syn-instance-count": 71,
        "yosys_warnings": 0,
        "synthDistinctLibCells": 36,
        "yosysChipArea_um2": 474,
        "cell_area_synth_um2": 474,
        "post_synth.cell_area_avg_um2": 6.68,
    },
    "critical_path": {
        "critPathKind": "in -> out",
        "critical_path.startpoint": "N3[1]",
        "worst_setup_path_start_kind": "input pin",
        "worstPathMaxFanout": 4,
        "timing.critical_path.to_type": "primary output",
        "critPathRequiredTime_ns": 1.44,
        "worstPathArrival_ns": 1.48,
    },
    "flow_run": {
        "warning_count": 34,
        "cap_violations": 0,
    },
    "die": {
        "chipArea_mm2": 0.00640,
        "floorplan.die.height_um": 80,
        "fp_util_pct": 13.9,
        "core_area_mm2": 0.00342,
        "floorplan.die.width_um": 80,
        "standard_cell_row_count": 21,
        "io_pins": 33,
    },
    "min_path": {
        "min-delay-start": "N3[2]",
        "min_path_type": "in -> out",
    },
    "placed_design": {
        "buffer_ports.inserted": 33,
        "dp_slack_ns": -0.778,
        "gp_congestion": 0.854,
        "dp_hpwl_um": 1500,
        "placed_cell_area_um2": 960,
    },
    "status": {
        "failed_checks": "setup timing",
        "status": "finished, violations left",
    },
    "grt": {
        "grt_first_pass_wirelength_um": 3600,
        "antenna_found_initial": 0,
        "grt_pass1_vias": 742,
        "grt_start_max_net_pins": 10,
        "globalRouteTotalUtil_pct": 6.60,
        "globalRoute.totalOverflow": 0,
    },
}
-- cell type report --
class                           count  area share (%)
Timing Repair Buffer               70            51.1
Tap cell                           46            4.76
Inverter                            4            1.24
Multi-Input combinational cell     58            42.9
-- critical path, cell delays in order --
cell,delay (ns)
sky130_fd_sc_hd__buf_6,0.10
sky130_fd_sc_hd__nor4_4,0.28
sky130_fd_sc_hd__buf_6,0.15
sky130_fd_sc_hd__buf_6,0.10
sky130_fd_sc_hd__buf_6,0.10
sky130_fd_sc_hd__a31oi_4,0.06
sky130_fd_sc_hd__a22oi_2,0.20
sky130_fd_sc_hd__buf_2,0.13
-- cell usage after synthesis --
master                      instances  area (um^2)
sky130_fd_sc_hd__nor4_1             2         12.5
sky130_fd_sc_hd__a32oi_1            1         8.76
sky130_fd_sc_hd__o22a_1             2         17.5
sky130_fd_sc_hd__mux2_2             2         22.5
sky130_fd_sc_hd__and2_1             1         6.26
sky130_fd_sc_hd__nor2_1            11         41.3
sky130_fd_sc_hd__a2111oi_2          2         30.0
sky130_fd_sc_hd__nor4_4             1         21.3
sky130_fd_sc_hd__xor2_1             2         17.5
sky130_fd_sc_hd__a211oi_1           2         15.0
sky130_fd_sc_hd__o31a_1             1         8.76
sky130_fd_sc_hd__nor3_1             1         5.00
sky130_fd_sc_hd__o31ai_1            1         7.51
sky130_fd_sc_hd__a22oi_1            1         7.51
sky130_fd_sc_hd__nor4_2             1         12.5
sky130_fd_sc_hd__a21boi_0           1         7.51
sky130_fd_sc_hd__a31oi_1            1         6.26
sky130_fd_sc_hd__a2111o_1           1         11.3
sky130_fd_sc_hd__inv_1              4         15.0
sky130_fd_sc_hd__a21oi_1            4         20.0
sky130_fd_sc_hd__nor3_2             1         10.0
sky130_fd_sc_hd__a311o_1            1         10.0
sky130_fd_sc_hd__or2_2              2         12.5
sky130_fd_sc_hd__mux2i_1            1         10.0
sky130_fd_sc_hd__a21boi_1           1         7.51
sky130_fd_sc_hd__buf_6              2         22.5
sky130_fd_sc_hd__nand2_1            5         18.8
sky130_fd_sc_hd__o21a_1             1         7.51
sky130_fd_sc_hd__buf_2              3         15.0
sky130_fd_sc_hd__o211ai_1           1         7.51
sky130_fd_sc_hd__nand2_2            1         6.26
sky130_fd_sc_hd__xnor2_1            1         8.76
sky130_fd_sc_hd__nand3_1            2         10.0
sky130_fd_sc_hd__clkbuf_1           4         15.0
sky130_fd_sc_hd__o21ai_0            2         10.0
sky130_fd_sc_hd__a221oi_1           1         8.76
-- timing repair --
action	in CTS	in global routing
buffers inserted	14	3
setup endpoints to repair	21	15
gates resized	101	30
endpoints found under the hold margin	0	0
hold buffers	0	0
pin swaps	13	7
-- layer usage --
metal	vias to the layer above	wire, um	GRT usage (%)
met3	0	227	2.73
met5	-	0	0
met1	354	1070	9.56
met4	0	0	0
met2	25	890	9.39
li1	389	-	-
-- kinds of logic after synthesis --
kind of cell,Yosys count,share of synthesized area [%]
buf+inv,13,14.2
compound gates,24,40.4
xor+xnor,3,5.54
mux,3,6.86
simple gates,28,33.0
-- layout by cell type, fill, tap and decap left out, drive strengths merged, types with 3 or more instances in the layout --
master / synthesis / layout
dlygate4sd2: 0 / 8
nand2: 6 / 6
buf: 5 / 51
clkdlybuf4s15: 0 / 3
nor2: 11 / 11
a21oi: 4 / 4
clkbuf: 4 / 4
nor4: 4 / 4
dlymetal6s2s: 0 / 3
inv: 4 / 4
-- worst paths after layout --
check | to | slack, ns | cells past startpoint
worst max-delay path | S1[3] | -0.04 | 8
worst min-delay path | S3[2] | 1.07 | 4
-- metrics by stage --
| step | util [%] | TNS, ns | total power, mW | cells |
|---|---|---|---|---|
| after CTS | 32.8 | -0.133 | 0.229 | 175 |
| final | 35.4 | -0.0874 | 0.247 | 178 |
| after detailed placement | 28.1 | -11.90 | 0.206 | 161 |
| after global placement | 28.1 | -11.84 | 0.204 | 161 |
| after floorplan | - | 0 | 0.0821 | 71 |
| after global routing | 35.4 | -0.484 | 0.270 | 178 |
-- power by group --
part | switching (mW) | internal [mW] | total (mW)
Sequential | 0 | 0 | 0
Combinational | 0.103 | 0.145 | 0.247
Clock | 0 | 0 | 0
Total | 0.103 | 0.145 | 0.247
Power is estimated from default activity; no workload was simulated.
