### flow/run.sh
#!/bin/bash
# OpenROAD 26Q1-2900-gdf79404cd8, Yosys 0.63+post, stock flow scripts
make -C /OpenROAD-flow-scripts/flow DESIGN_CONFIG=/design/flow/config.mk WORK_HOME=/design/flow/orfs finish
### flow/config.mk
export PLATFORM = sky130hd
export DESIGN_NAME = encoder
export DESIGN_NICKNAME = encoder
export VERILOG_FILES = /design/flow/design.v
export SDC_FILE = /design/flow/constraint.sdc
export NUM_CORES = 4
export LEC_CHECK = 1
export CORE_UTILIZATION = 40
### flow/constraint.sdc
current_design encoder

set clk_period 4.9
set clk_io_pct 0.2

create_clock -name clk0 -period $clk_period [get_ports {clk}]

set non_clock_inputs [all_inputs -no_clocks]
set_input_delay [expr $clk_period * $clk_io_pct] -clock clk0 $non_clock_inputs
set_output_delay [expr $clk_period * $clk_io_pct] -clock clk0 [all_outputs]
### flow/design.v
module encoder(
    input wire [9:0] key, 
    input wire enable, clk,
    output reg load,
  	output wire [3:0] data, clk_dvd
);
    wire dvdOut;
	 wire dbcOut;
    divideSec dvd (.out_clk(dvdOut), .clk(clk));
	 debouncer dbc (.out_clk(dbcOut), .clk(clk));
    Mux2To1 mux (.D0(dvdOut), .D1(dbcOut), .Sel(enable), .Y(clk_dvd) ); 
    keyToByte ktb (.key(key), .data(data));
    reg filter;
    always @ (posedge dbcOut)
      begin
        if(enable)
          begin
            filter <= (key == 0);
            load <= (key != 0) & filter;
          end
        else
          begin
            filter <= 1'b1;
            load <= 1'b0;
          end
      end
endmodule
module divideSec( output reg out_clk, input wire clk );
  integer num;
  initial 
    begin 
        out_clk = 1'b0;
        num = 0;
    end
  always @ (posedge clk)
    begin
      num <= num + 1;
		if( num == 50_000_000/2 )       
        begin
            num <= 0;
            out_clk <= ~out_clk;
        end
    end
endmodule
module debouncer( output reg out_clk, input wire clk );
  integer num;
  initial 
    begin 
        out_clk = 1'b0;
        num = 0;
    end
  always @ (posedge clk)
    begin
		num  <= num + 1;
		if( num == 5_000_000/2 )  
        begin
            num <= 0;
            out_clk <= ~out_clk;
        end
    end
endmodule
module Mux2To1 (output wire Y, input wire D0, D1, input wire Sel);
    assign Y = ~Sel&D0 | Sel&D1;
endmodule
module keyToByte( input wire [9:0] key, output reg [3:0] data );
    always @ (key) begin
        if(key[0]) data = 4'b0000;
        else
        if(key[1]) data = 4'b0001;
        else
        if(key[2]) data = 4'b0010;
        else
        if(key[3]) data = 4'b0011;
        else
        if(key[4]) data = 4'b0100;
        else
        if(key[5]) data = 4'b0101;
        else
        if(key[6]) data = 4'b0110;
        else
        if(key[7]) data = 4'b0111;
        else
        if(key[8]) data = 4'b1000;
        else
        if(key[9]) data = 4'b1001;
		  else data = 4'b1001;
    end
endmodule
==> results.toml <==
# flow metrics
[status]
status = "finished clean"

[finish]
layout-area-overhead-vs-synth_pct = 15.8
mostFrequentLayoutCells = "66 x dfxtp_1, 40 x nor2_1, 38 x xnor2_1, 29 x nand2_1, 18 x nand3_1"
final_layout_size_suffix_gt1_share_pct = 7.56
finalNonFillerCells = 456
layout_top_cell_excl_fill_tap = "dfxtp_1"

[floorplanning]
io-pin-count = 21
placeableCoreArea_sq_mm = 0.00733
die_area_sq_mm = 0.00800
num_rows = 31
floorplanUtilization_pct = 41.7
die_height_um = 89.4
die_w_um = 89.4

[clock_network]
tritoncts = "built"
cts.clk_slew.worst_paths_ns = 0.07
max-clock-path-buffers = 2
clock_tree.root_cell = "clkbuf_8"
worstSkewPairLatency_ns = 0.33
htree_levels = 3
cts_setup_buffers = 0
cts_made_buffers = 9
cts-hold-fix-buffers = 0
post_cts_resized = 0

[routing]
vias_per_cell = 4.96
drt_wl_total_mm = 5.20
drc = 0
detail_route.iter0.violations = 69
count_of_vias_placed_by_the_detailed_router = 2262
detailedRoute.firstPassIterationCount = 6
detail_route.wl_per_cell_um = 11.4
n_antenna_cell = 0
number_of_nets_with_antenna_violations_after_routing = 0

[timing]
finalHoldViolCount = 0
endpoints_left_unconstrained = 3
post-route-worst-setup-slack_ns = 1.50
setup-tns-final_ns = 0
worstMarginPinSlew_ns = 0.663
timing.final.crit_period_ns = 3.40
unclocked_pins = 2
max_freq_ghz = 0.294
grt_setup_unrepaired = "false"
fin_crit_sh_pct = 69.4
timing.final.max_slew_violations = 0
max_slew_margin_pct = 55.5
skew_ns = 0.00709
finalHoldWorstSlack_ns = 0.459
setup_viol_count_final = 0

[synth]
cell_taking_the_most_area_after_synthesis = "dfxtp_1"
top_cell_area_share_pct = 43.2
top_cells_by_area = "dfxtp_1 43%, xnor2_1 11%, nor2_1 4.9%"
synth.yosys.seq_area_share_pct = 45.2
post_syn_instances = 328
yosys_warnings = 5
edf_count = 2
ys_cells = 328
yosys_area_sq_mm = 0.00306
syn_avg_cell_area_sq_um = 9.32
postSynthRegisterBits = 68
synth.distinct_cells = 41
async_reset_ff_share_pct = 0
postSynth.topFlopCell = "dfxtp_1"
syn-cell-area_sq_mm = 0.00306

[critical_path]
cp_common_cell = "clkdlybuf4s50_1"
data_required_time_of_the_critical_path_ns = 3.92
path_class = "in -> out"
cpMaxStageDelayCell = "clkdlybuf4s50_1"
crit_chain = "clkdlybuf4s50_1 > nor4_1 > nand2_1 > inv_1 > clkdlybuf4s50_1"
crit_arrival_ns = 2.42
critPathLaunchType = "input pin"
worst_path_largest_cell_delay_ns = 0.44
critical_path.endpoint_type = "primary output"
path_max_fanout = 3

[global_routing]
globalRoute.totalOverflow = 0
global_route.usage.total_pct = 14.1
first_global_vias = 1887
maximum_number_of_pins_on_one_net_before_global_route_repair = 12
grt_pass1_wl_mm = 8.71
grt_antenna_before_repair = 0

[placed_design]
numPortBuffers = 17
post-place-ws_ns = 1.50
place.detailed.hpwl_mm = 3.74
routabilityCongestion = 0.742
dpl.cell_count = 441

[run]
drv_cap = 0
log.warning_count = 27

[worst_hold_path]
worstHoldPathType = "reg -> reg"

[power]
p_leak_nw = 1.27
vdd_ir_drop_max_mv = 0.119
power.density_cell_area_mw_per_mm2 = 292
report_power, final:
part | internal, W | switching (W) | total, W | leakage, nW
logic | 0.0000125 | 0.00000498 | 0.0000174 | 0.609
clock network | 0.000281 | 0.000197 | 0.000478 | 0.109
registers | 0.000539 | 0 | 0.000539 | 0.555
total | 0.000832 | 0.000202 | 0.00103 | 1.27
metal layers:
layer	track usage [%]	part of all wire, %
met1	24.0	56
met2	19.2	38
met3	2.62	4.1
met4	2.89	1.5
met5	0	0
final timing paths:
kind / start / end / slack [ns] / cells after the start
worst max-delay path: key[4] / data[3] / 1.50 / 5
worst min-delay path: dvd.num[31]$_SDFF_PN0_ / dvd.num[31]$_SDFF_PN0_ / 0.46 / 1
worst max register to register: dbc.num[22]$_SDFF_PN0_ / dbc.num[21]$_SDFF_PN0_ / 2.81 / 5
worst min register to register: dvd.num[31]$_SDFF_PN0_ / dvd.num[31]$_SDFF_PN0_ / 0.46 / 1
layout make-up:
cell class | instances | area (sq um)
clock buffer | 9 | 124
clock inverter | 6 | 81.3
fill | 681 | 3790
inverter | 14 | 52.6
multi-input combinational | 241 | 1590
sequential | 68 | 1380
tap | 99 | 124
timing repair buffer | 19 | 185
cell families (layout without fill, tap and decap cells):
kind of cell | after synthesis | count (layout) | share of synthesized area, %
other cells | 1 | 3 | 0.123
fa+ha+maj | 4 | 4 | 1.64
simple gates | 163 | 163 | 30.7
buf+inv | 21 | 48 | 3.19
xor+xnor | 55 | 55 | 15.8
mux | 1 | 1 | 0.327
flops | 68 | 68 | 45.2
compound gates | 15 | 15 | 3.11
synthesized netlist by cell type, types with 5 or more instances:
cell type	count
a21oi_1	6
xor2_1	17
inv_1	14
nor3_1	7
nand2_1	29
and3_1	5
and4_1	9
nand4_1	17
dfxtp_1	66
nor4_1	9
nand3_1	18
nor2_1	40
nor4b_1	5
xnor2_1	38
registers in the layout, indices dropped and copies added, names as in the netlist:
name	cells
dvd.num	32
filter	1
load	1
dbc.out_clk	1
dbc.num	32
dvd.out_clk	1
worst max-delay path: cells and delay by family:
| family | cells | cell delay, ns |
|---|---|---|
| buffers and inverters | 3 | 0.95 |
| AND/OR/NAND/NOR | 2 | 0.48 |
metrics by stage:
step / util, % / power, W / cell area [sq um]
2_1_floorplan: - / 0.000556 / 3060
3_3_place_gp: 45.5 / 0.000568 / 3330
3_5_place_dp: 45.5 / 0.000568 / 3330
4_1_cts: 48.3 / 0.00105 / 3540
5_1_grt: 48.3 / 0.00108 / 3540
6_report: 48.3 / 0.00103 / 3540
Power and IR drop assume default switching activity.
